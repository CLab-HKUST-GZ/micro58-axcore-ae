===== flow/design.v =====
module fma_fpany
#(
    parameter E_MUL = 5,
    parameter M_MUL = 10,
    parameter E_ADD = 8,
    parameter M_ADD = 23
)
(
    input                       clk     ,
    input   [E_MUL + M_MUL  :0] src0    ,    
    input   [E_MUL + M_MUL  :0] src1    ,    
    input   [E_ADD + M_ADD  :0] src2    ,    
    output  [E_ADD + M_ADD  :0] result  ,    
    output                      overflow
);
wire                src0_sign;
wire [E_MUL - 1 :0] src0_exp;
wire [M_MUL - 1 :0] src0_man;
wire                src1_sign;
wire [E_MUL - 1 :0] src1_exp;
wire [M_MUL - 1 :0] src1_man;
wire                src2_sign;
wire [E_ADD - 1 :0] src2_exp;
wire [M_ADD - 1 :0] src2_man;
assign src0_sign = src0[E_MUL + M_MUL];
assign src0_exp  = src0[E_MUL + M_MUL - 1:M_MUL];
assign src0_man  = src0[M_MUL - 1:0];
assign src1_sign = src1[E_MUL + M_MUL];
assign src1_exp  = src1[E_MUL + M_MUL - 1:M_MUL];
assign src1_man  = src1[M_MUL - 1:0];
assign src2_sign = src2[E_ADD + M_ADD];
assign src2_exp  = src2[E_ADD + M_ADD - 1:M_ADD];
assign src2_man  = src2[M_ADD - 1:0];
wire                src0_normal;
wire                src1_normal;
wire                src2_normal;
wire [E_MUL - 1 :0] src0_exp_normal;
wire [E_MUL - 1 :0] src1_exp_normal;
wire [E_ADD - 1 :0] src2_exp_normal;
wire [M_MUL     :0] src0_man_normal;
wire [M_MUL     :0] src1_man_normal;
wire [M_ADD     :0] src2_man_normal;
assign src0_normal = src0_exp != 'b0;
assign src1_normal = src1_exp != 'b0;
assign src2_normal = src2_exp != 'b0;
assign src0_exp_normal = src0_exp + {{(E_MUL - 1){1'b0}}, ~src0_normal};
assign src1_exp_normal = src1_exp + {{(E_MUL - 1){1'b0}}, ~src1_normal};
assign src2_exp_normal = src2_exp + {{(E_ADD - 1){1'b0}}, ~src2_normal};
assign src0_man_normal = {src0_normal, src0_man};
assign src1_man_normal = {src1_normal, src1_man};
assign src2_man_normal = {src2_normal, src2_man};
localparam [E_ADD:0] BIAS_MUL = (1 << (E_MUL - 1)) - 1;
localparam [E_ADD:0] BIAS_ADD = (1 << (E_ADD - 1)) - 1;
localparam [E_ADD:0] BIAS_NEW = BIAS_ADD - 2*BIAS_MUL;
wire                        mul_sign;
wire [E_ADD             :0] mul_exp;
wire [2*(M_MUL + 1) - 1 :0] mul_man;  
wire                        mul_normal;
assign mul_sign = src0_sign ^ src1_sign;
assign mul_exp = {1'b0, src0_exp_normal} + {1'b0, src1_exp_normal} + BIAS_NEW;
assign mul_man = src0_man_normal * src1_man_normal;
wire pre_align_rshift_valid;
wire pre_align_rshift_bits;
priority_encoder #(.WIDTH(2), .LSB_PRIORITY("LOW")) pre_align_r_priority_encoder
(.unencoded(mul_man[2*M_MUL + 1:2*M_MUL]), .valid(pre_align_rshift_valid), .encoded(pre_align_rshift_bits));
wire [2*(M_MUL + 1) - 2         :0] pre_align_unencoded_left;
wire                                pre_align_lshift_valid;
wire [$clog2(2*M_MUL + 1) - 1   :0] pre_align_lshift_bits;
genvar i;
generate
    for (i = 0; i < 2*M_MUL + 1; i = i + 1) begin: pre_align_reserve_left
        assign pre_align_unencoded_left[i] = mul_man[2*M_MUL - i];
    end
endgenerate
priority_encoder #(.WIDTH(2*M_MUL + 1), .LSB_PRIORITY("HIGH")) pre_align_l_priority_encoder
(.unencoded(pre_align_unencoded_left), .valid(pre_align_lshift_valid), .encoded(pre_align_lshift_bits));
wire [E_ADD :0] pre_align_bits;
assign pre_align_bits = pre_align_rshift_valid ? {{E_ADD{1'b0}}, pre_align_rshift_bits} : 
                       {{(E_ADD + 1 - $clog2(2*M_MUL + 1)){1'b1}}, ~pre_align_lshift_bits} + 'b1;
localparam M_PRE_ALIGN = 2*M_MUL + 1 > M_ADD ? 2*M_MUL + 1 : M_ADD;  
wire [M_PRE_ALIGN + 1   :0] pre_align_man_shift;         
generate
    if(2*M_MUL + 1 > M_ADD) begin
        assign pre_align_man_shift = {mul_man, 1'b0};
    end
    else begin
        assign pre_align_man_shift = {mul_man, {(M_ADD - 2*M_MUL){1'b0}}};
    end
endgenerate
wire [M_PRE_ALIGN + 1   :0] pre_align_man_rshifted;      
wire [M_PRE_ALIGN       :0] pre_align_man_lshifted;      
wire [M_PRE_ALIGN       :0] pre_align_man;               
wire [E_ADD + 1         :0] pre_align_exp;
assign pre_align_man_rshifted = pre_align_man_shift >> pre_align_rshift_bits;
assign pre_align_man_lshifted = pre_align_man_shift[M_PRE_ALIGN:0] << pre_align_lshift_bits;
assign pre_align_man = pre_align_rshift_valid ? pre_align_man_rshifted[M_PRE_ALIGN:0] : pre_align_man_lshifted;
assign pre_align_exp = pre_align_rshift_valid | pre_align_lshift_valid ? {mul_exp[E_ADD], mul_exp} + {pre_align_bits[E_ADD], pre_align_bits} : 'b1;
wire [M_ADD + 2 :0] trunc_man;  
wire                trunc_sticky;
generate
    if(M_PRE_ALIGN > M_ADD + 2) begin
        assign trunc_man = pre_align_man[M_PRE_ALIGN:M_PRE_ALIGN - M_ADD - 2];
        assign trunc_sticky = |pre_align_man[M_PRE_ALIGN - M_ADD - 3:0];
    end
    else begin
        assign trunc_man = {pre_align_man, {(M_ADD + 2 - M_PRE_ALIGN){1'b0}}};
        assign trunc_sticky = 'b0; 
    end
endgenerate
wire                exp_compare;
wire [E_ADD + 1 :0] sub1;
wire [E_ADD + 1 :0] sub2;
wire [E_ADD + 1 :0] exp_diff;
wire [E_ADD - 1 :0] exp_temp;
wire [E_ADD + 1 :0] align_bits;
assign exp_compare = $signed(pre_align_exp) < $signed({2'b0, src2_exp_normal});
assign sub1 = exp_compare ? {2'b0, src2_exp_normal} : pre_align_exp;
assign sub2 = exp_compare ? pre_align_exp : {2'b0, src2_exp_normal};
assign exp_diff = sub1 - sub2;
assign exp_temp = exp_compare ? src2_exp_normal : pre_align_exp[E_ADD - 1:0];
assign align_bits = exp_diff;
wire [1                 :0] complement_select;
wire [M_ADD + 2         :0] to_be_complement;    
wire [M_ADD + 3         :0] man_complement;      
wire [M_ADD + 3         :0] man1_complement;
wire [M_ADD + 3         :0] man2_complement;
assign complement_select[0] = mul_sign == src2_sign;
assign complement_select[1] = (mul_sign != src2_sign) & mul_sign;
assign to_be_complement = mul_sign ? trunc_man : {src2_man_normal, 2'b0};
assign man_complement = {1'b1, ~to_be_complement} + 'b1;
assign man1_complement = complement_select[1] ? man_complement : {1'b0, trunc_man};
assign man2_complement = complement_select[0] | complement_select[1] ? {1'b0, src2_man_normal, 2'b0} : man_complement;
wire signed [M_ADD + 3  :0] align_data_shift;     
wire        [M_ADD + 3  :0] align_data_shifted;   
wire        [M_ADD + 3  :0] align_adder_src1;
wire        [M_ADD + 3  :0] align_adder_src2;
assign align_data_shift = exp_compare ? man1_complement : man2_complement;
assign align_data_shifted = align_data_shift >>> align_bits;
assign align_adder_src1 = exp_compare ? man2_complement : man1_complement;
assign align_adder_src2 = align_data_shifted;
wire [M_ADD + 3 :0] man_sum;    
assign man_sum = align_adder_src1 + align_adder_src2;
wire                sign_d0;
wire [M_ADD + 3 :0] man_source;  
assign sign_d0 = mul_sign == src2_sign ? mul_sign : man_sum[M_ADD + 3];
assign man_source = (mul_sign != src2_sign) & man_sum[M_ADD + 3] ? ~man_sum + 'b1 : man_sum;
wire pre_normal_rshift_valid;
wire pre_normal_rshift_bits;
priority_encoder #(.WIDTH(2), .LSB_PRIORITY("LOW")) pre_normal_r_priority_encoder
(.unencoded(man_source[M_ADD + 3:M_ADD + 2]), .valid(pre_normal_rshift_valid), .encoded(pre_normal_rshift_bits));
wire [M_ADD + 2             :0] pre_normal_unencoded_left;
wire                            pre_normal_lshift_valid;
wire [$clog2(M_ADD + 3) - 1 :0] pre_normal_lshift_bits;
wire [$clog2(M_ADD + 3) - 1 :0] pre_normal_lshift_bits_true;
assign pre_normal_lshift_bits_true = exp_temp - 'b1 > pre_normal_lshift_bits ? pre_normal_lshift_bits : exp_temp - 'b1;
generate
    for (i = 0; i < M_ADD + 3; i = i + 1) begin: pre_normal_reserve_left
        assign pre_normal_unencoded_left[i] = man_source[M_ADD + 2 - i];
    end
endgenerate
priority_encoder #(.WIDTH(M_ADD + 3), .LSB_PRIORITY("HIGH")) pre_normal_l_priority_encoder
(.unencoded(pre_normal_unencoded_left), .valid(pre_normal_lshift_valid), .encoded(pre_normal_lshift_bits));
wire [E_ADD - 1 :0] pre_normal_bits;
assign pre_normal_bits = pre_normal_rshift_valid ? {{E_ADD{1'b0}}, pre_normal_rshift_bits} : {{(E_ADD - $clog2(M_ADD + 3)){1'b1}}, ~pre_normal_lshift_bits_true} + 'b1;
wire [M_ADD + 2 :0] pre_normal_man_rshifted;     
wire                pre_normal_man_reserve;
wire                sticky;
wire [M_ADD + 2 :0] pre_normal_man_lshifted;     
wire [M_ADD + 2 :0] pre_normal_man;              
wire [E_ADD - 1 :0] pre_normal_exp;  
assign {pre_normal_man_rshifted, pre_normal_man_reserve} = man_source >> pre_normal_rshift_bits;
assign sticky = pre_normal_man_reserve | trunc_sticky;
assign pre_normal_man_lshifted = man_source[M_ADD + 2:0] << pre_normal_lshift_bits_true;
assign pre_normal_man = pre_normal_rshift_valid ? pre_normal_man_rshifted : {1'b0, pre_normal_man_lshifted[M_ADD + 2 :1]};
assign pre_normal_exp = exp_temp + pre_normal_bits;
wire [M_ADD + 1 :0] man_round1;
wire [M_ADD + 1 :0] man_round0;
reg  [M_ADD + 1 :0] man_rounded;  
assign man_round1 = pre_normal_man[M_ADD + 2:1] + 'b1;
assign man_round0 = pre_normal_man[M_ADD + 2:1];
always @(*) begin
    case({pre_normal_man[0], sticky})
        2'b00: begin
            man_rounded = man_round0;
        end
        2'b01: begin
            man_rounded = man_round0;
        end
        2'b10: begin
            man_rounded = pre_normal_man[1] ? man_round1 : man_round0;
        end
        2'b11: begin
            man_rounded = man_round1;
        end
    endcase
end
wire [E_ADD         :0] normal_exp;          
wire [E_ADD         :0] normal_bits;         
wire [M_ADD + 1     :0] normal_man;          
wire [E_ADD - 1     :0] exp_d0;
wire [M_ADD - 1     :0] man_d0;
assign normal_exp = pre_normal_exp + man_rounded[M_ADD + 1];
assign normal_man = man_rounded[M_ADD + 1] ? man_rounded[M_ADD + 1:1] : man_rounded[M_ADD:0];
assign exp_d0 = normal_exp[E_ADD] ? {E_ADD{1'b1}} : 
                normal_exp == 'b1 & man_rounded[M_ADD + 1:M_ADD] == 'b0 ? {E_ADD{1'b0}} : normal_exp[E_ADD - 1:0];
assign man_d0 = normal_man[M_ADD - 1:0];
assign result = {sign_d0, exp_d0, man_d0};
assign overflow = normal_exp[E_ADD];
endmodule
module priority_encoder #
(
    parameter WIDTH = 4,
    parameter LSB_PRIORITY = "LOW"
)
(
    input   [WIDTH-1        :0] unencoded,
    output                      valid,
    output  [$clog2(WIDTH)-1:0] encoded
);
localparam HALF_WIDTH = 2 ** $clog2(WIDTH) / 2;
generate
    if (WIDTH == 1) begin: priority_encoder_1
        assign valid = unencoded;
        assign encoded = 0;
    end 
    else if (WIDTH == 2) begin: priority_encoder_2
        assign valid = |unencoded;
        if (LSB_PRIORITY == "LOW") begin: priority_encoder_2_low
            assign encoded = unencoded[1];
        end 
        else begin: priority_encoder_2_high
            assign encoded = ~unencoded[0];
        end
    end 
    else begin: priority_encoder_n
        wire [$clog2(HALF_WIDTH)-1:0] encoded_low, encoded_high;
        wire valid_low, valid_high;
        priority_encoder #(
            .WIDTH(HALF_WIDTH),
            .LSB_PRIORITY(LSB_PRIORITY)
        )
        priority_encoder_low (
            .unencoded(unencoded[HALF_WIDTH-1:0]),
            .valid(valid_low),
            .encoded(encoded_low)
        );
        priority_encoder #(
            .WIDTH(HALF_WIDTH),
            .LSB_PRIORITY(LSB_PRIORITY)
        )
        priority_encoder_high (
            .unencoded({{(2 * HALF_WIDTH - WIDTH){1'b0}}, unencoded[WIDTH-1:HALF_WIDTH]}),
            .valid(valid_high),
            .encoded(encoded_high)
        );
        assign valid = valid_low | valid_high;
        if (LSB_PRIORITY == "LOW") begin: priority_encoder_n_low
            assign encoded = valid_high ? {1'b1, encoded_high} : {1'b0, encoded_low};
        end 
        else begin: priority_encoder_n_high
            assign encoded = valid_low ? {1'b0, encoded_low} : {1'b1, encoded_high};
        end
    end
endgenerate
endmodule

===== flow/run.sh =====
#!/bin/bash
# OpenROAD 26Q1-2900-gdf79404cd8, Yosys 0.63+post, stock flow scripts
make -C /OpenROAD-flow-scripts/flow DESIGN_CONFIG=/design/flow/config.mk WORK_HOME=/design/flow/orfs finish

===== flow/constraint.sdc =====
current_design fma_fpany

set clk_period 59.3
set clk_io_pct 0.2

create_clock -name clk0 -period $clk_period

set non_clock_inputs [all_inputs -no_clocks]
set_input_delay [expr $clk_period * $clk_io_pct] -clock clk0 $non_clock_inputs
set_output_delay [expr $clk_period * $clk_io_pct] -clock clk0 [all_outputs]

===== flow/config.mk =====
export PLATFORM = sky130hd
export DESIGN_NAME = fma_fpany
export DESIGN_NICKNAME = fma_fpany
export VERILOG_FILES = /design/flow/design.v
export SDC_FILE = /design/flow/constraint.sdc
export NUM_CORES = 4
export LEC_CHECK = 1
export CORE_UTILIZATION = 40
export SYNTH_HDL_FRONTEND = slang

==> tab_implementation.tex <==
% Implementation results table
\begin{tabular}{lr}
\hline
Metric & Value \\
\hline
\multicolumn{2}{l}{\textbf{Worst setup path}} \\
\quad Kind of cell with the highest combined delay on the critical path & AND-OR/OR-AND gates \\
\quad Kind of critical path & in -> out \\
\quad Slowest cell on crit path & xnor2\_1 \\
\quad Buffer-and-inverter tally for the worst setup path & 17 \\
\quad Crit path arrival time & 43500 ps \\
\quad Critical Path Start Type & input port \\
\quad Crit end category & output port \\
\quad Worst-path maximum fanout & 56 \\
\quad Largest stage delay on the critical path & 650 ps \\
\quad Worst Path Required & 47440 ps \\
\multicolumn{2}{l}{\textbf{Place}} \\
\quad Routability congestion estimate & 1.052 \\
\quad Detail Placement HPWL & 67320 um \\
\quad Number of buffers inserted by port buffering & 97 \\
\quad Placement Setup Slack & 4599 ps \\
\multicolumn{2}{l}{\textbf{Floorplanning}} \\
\quad I/O pin total & 98 \\
\quad Placement Rows & 81 \\
\quad Total Die Area & 0.05061 mm2 \\
\quad Width of the chip & 225.0 um \\
\quad Die span in y & 225.0 um \\
\quad Fp\_density & 40.63\% \\
\quad Core Area & 0.04895 mm2 \\
\multicolumn{2}{l}{\textbf{Worst hold path}} \\
\quad Hold Path Origin & src0[15] \\
\quad Min-Delay Path Class & in -> out \\
\quad Worst Hold Path EP & result[31] \\
\quad Count of cells along the worst hold path & 6 \\
\multicolumn{2}{l}{\textbf{Global route}} \\
\quad Aggregate global routing overflow & 0 \\
\quad All-layer global routing usage & 33.98\% \\
\quad Number of global-route vias before repair & 21758 \\
\quad Maximum number of pins on one net before global-route repair & 57 \\
\quad Antenna violations before repair & 0 \\
\quad Global-route wire length before repair & 131500 um \\
\multicolumn{2}{l}{\textbf{Final layout}} \\
\quad Area added between synthesis and finish & 8.739\% \\
\quad Number of clock-tree buffers in the layout & 0 \\
\quad Flop count & 0 \\
\quad Sequential Area & 0 um2 \\
\quad Layout cell share with drive strength beyond 1 & 7.124\% \\
\multicolumn{2}{l}{\textbf{Drt}} \\
\quad Number of iterations in the first detailed-routing pass & 6 \\
\quad Number of vias in the routed layout & 23661 \\
\quad DRC violation total after the first TritonRoute iteration & 2108 \\
\quad Number of design rule violations left after detail routing & 0 \\
\quad Final antenna-violating net count & 0 \\
\quad Antenna cell count & 0 \\
\quad Post-detailed-routing wire length & 84080 um \\
\quad Vias per std cell & 6.475 \\
\quad Final routed wire length divided by cell count & 23.01 um \\
\multicolumn{2}{l}{\textbf{Synth}} \\
\quad Yosys top cell area share & 8.758\% \\
\quad Yosys top cell by area & fa\_1 \\
\quad Syn. warnings & 0 \\
\quad Chip Area, Yosys & 0.01989 mm2 \\
\quad Top cells by area in the synthesized netlist & fa\_1, ha\_1, nand2\_1 \\
\quad Number of cells produced by synthesis & 2983 \\
\quad Count of distinct cell types in the synthesized netlist & 114 \\
\quad Most common cell in the netlist & nand2\_1 \\
\quad Post-Syn Area per Cell & 6.667 um2 \\
\quad Leading post-synthesis cells by instance count & nand2\_1, nor2\_1, a21oi\_1 \\
\quad Register area share after synthesis & 0\% \\
\quad Synthesized area & 0.01989 mm2 \\
\quad \# Cells Yosys & 2983 \\
\multicolumn{2}{l}{\textbf{Timing}} \\
\quad Min setup slack post-route & 3941 ps \\
\quad Total count of max-transition violations in the final report & 0 \\
\quad Setup repair after global routing missed its margin & false \\
\quad Transition time at the pin with the least slew margin & 915.6 ps \\
\quad Post-layout period usage & 93.35\% \\
\quad Tightest slew margin relative to the limit & 38.19\% \\
\quad Tmin final & 55360 ps \\
\quad Sum of negative setup slack & 0 ps \\
\quad Setup Viol. Count Final & 0 \\
\quad F\_max & 18.06 MHz \\
\quad Final hold violation count & 0 \\
\multicolumn{2}{l}{\textbf{Job}} \\
\quad Max-cap violation count & 0 \\
\quad Total number of warnings across the stage logs & 34 \\
\multicolumn{2}{l}{\textbf{Outcome}} \\
\quad Run status & complete, no violations \\
\multicolumn{2}{l}{\textbf{Clock network}} \\
\quad Cts-stage hold buffer count & 0 \\
\quad Post-CTS setup-driven buffer insertion count & 0 \\
\quad Post-cts sizing count & 0 \\
\hline
\end{tabular}
[per-layer routing]
layer / up-vias / wire (um) / GRT usage, %
met5: - / 0 / 0
met4: 0 / 2985 / 10.36
met3: 170 / 7388 / 6.030
met2: 1176 / 34310 / 48.46
met1: 11151 / 39400 / 52.04
li1: 11164 / - / -
[per-stage QoR]
stage / utilization (%) / hold WS [ps] / cell area, um2 / cells
finish: 44.18 / 25350 / 21620 / 3654
global route: 44.18 / 25400 / 21620 / 3654
CTS: 44.18 / 25310 / 21620 / 3654
detailed placement: 44.18 / 25300 / 21620 / 3654
global placement: 44.18 / 25310 / 21620 / 3654
floorplan: - / 24330 / 19890 / 2983
[final cells by class]
class	instances	area [um2]
inverter	186	698.2
timing repair buffer	178	1579
multi-input combinational	2626	18520
tap	664	830.8
fill	5051	27330
[worst max-delay path by stage]
| stage | startpoint | to | slack [ps] | cells after the start |
|---|---|---|---|---|
| finish | src1[12] | result[23] | 3940 | 113 |
| global route | src1[12] | result[23] | 1940 | 115 |
| CTS | src1[12] | result[23] | 4410 | 113 |
[cells by family after synthesis]
logic type | count (synthesis) | synth area share [%]
AND/OR/NAND/NOR | 1193 | 30.06
multiplexers | 94 | 5.065
buffers and inverters | 357 | 7.216
AND-OR/OR-AND | 980 | 34.43
adder cells (fa/ha/maj) | 217 | 16.94
XOR/XNOR | 142 | 6.292
[tightest hold or removal path: cells and delay by family]
kind                      cells  cell delay [ps]
xor gates and xnor gates      1               80
and+or+nand+nor               2              260
buffers and inverters         3             1260
[layout by cell type (no fill, tap or decap), types with 22 or more instances in the layout]
cell and count:
nand2_1 316, nor2_1 292, a21oi_1 211, inv_1 179
o21ai_0 168, ha_1 129, nor3_1 111, nand3_1 108
clkdlybuf4s50_1 97, xnor2_1 89, fa_1 87, and2_1 86
buf_4 81, mux2i_1 68, xor2_1 51, a211oi_1 49
o211ai_1 43, a21o_1 42, a31oi_1 39, and3_1 37
o22ai_1 32, nor4_1 30, o31ai_1 30, nand4_1 29
or3_1 29, o21a_1 27, a22oi_1 27, a211o_1 24
or4_1 23, mux2_2 22
