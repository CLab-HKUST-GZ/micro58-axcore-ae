==> ./design.v <==
module adder_fpany_no_norm_v2
#(
    parameter E = 5,
    parameter M = 10,
    parameter TOTAL = E + M + 1,
    parameter INT = 4,
    parameter FRAC = 12,
    parameter NUM = 4,
    parameter PWIDTH = INT + FRAC
)
(
    input   [E + PWIDTH     :0] psum    ,    
    input   [NUM*TOTAL - 1  :0] src     ,    
    output  [E + PWIDTH     :0] result       
);
wire                    src_sign[NUM - 1:0];
wire [E - 1         :0] src_exp [NUM - 1:0];
wire [M - 1         :0] src_man [NUM - 1:0];
wire                    psum_sign;
wire [E - 1         :0] psum_exp;
wire [PWIDTH - 1    :0] psum_man;
genvar i;
generate
    for (i = 0; i < NUM; i = i + 1) begin: unpack_src
        assign src_sign[i] = src[(i + 1)*(TOTAL) - 1];
        assign src_exp[i] = src[(i + 1)*(TOTAL) - 2 : i*(TOTAL) + M];
        assign src_man[i] = src[(i + 1)*(TOTAL) - E - 2 : i*(TOTAL)];
    end
endgenerate
assign psum_sign = psum[E + PWIDTH];
assign psum_exp  = psum[E + PWIDTH - 1:PWIDTH];
assign psum_man  = psum[PWIDTH - 1:0];
wire [E*(NUM + 1) - 1 :0] data_exp;
assign data_exp[E - 1:0] = psum_exp;
generate 
    for(i = 1; i < NUM + 1; i = i + 1) begin: init_exp_compare
        assign data_exp[E*(i + 1) - 1:E*i] = src_exp[i - 1];
    end
endgenerate
wire [E - 1                 :0] exp_temp;
comp_tree #(
    .WIDTH(E),
    .NUM(NUM + 1)
)
u_comp_tree(
    .comp_data(data_exp),
    .max_data(exp_temp)
);
wire [E - 1:0] exp_diff[NUM:0];     
generate 
    for (i = 0; i < NUM + 1; i = i + 1) begin: diff
        assign exp_diff[i] = exp_temp - data_exp[E*(i + 1) - 1:E*i];
    end
endgenerate
wire [PWIDTH :0] data_man_complement[NUM:0];
assign data_man_complement[0] = {psum_sign, psum_man};
generate 
    for (i = 1; i < NUM + 1; i = i + 1) begin: complement
        assign data_man_complement[i] = src_sign[i - 1] ? {{INT{1'b1}}, 1'b0, ~src_man[i - 1], {(FRAC-M){1'b1}}} + 'b1 : 
                                        {{INT{1'b0}}, 1'b1, src_man[i - 1], {(FRAC-M){1'b0}}};
    end
endgenerate
wire [PWIDTH :0] data_shifted[NUM:0];
generate
    for (i = 0; i < NUM + 1; i = i + 1) begin: align
        assign data_shifted[i] = $signed(data_man_complement[i]) >>> exp_diff[i];
    end
endgenerate
reg [PWIDTH :0] man_sum;
integer j;
always @(*) begin
    man_sum = 'b0;
    for (j = 0; j < NUM + 1; j = j + 1) begin: add
        man_sum = man_sum + data_shifted[j];
    end
end
wire                sign_d0;
wire [E - 1     :0] exp_d0;
wire [PWIDTH - 1:0] man_d0;
assign sign_d0 = man_sum[PWIDTH];
assign exp_d0 = exp_temp;
assign man_d0 = man_sum[PWIDTH - 1:0];
assign result = {sign_d0, exp_d0, man_d0};
endmodule
module comp_tree 
#(
    parameter WIDTH = 4,
    parameter NUM = 5
)
(
    input   [WIDTH*NUM - 1  :0] comp_data,
    output  [WIDTH - 1      :0] max_data
);
localparam NUM_LOW = 2 ** $clog2(NUM) / 2;
localparam NUM_HIGH = NUM - NUM_LOW;
generate
    if (NUM == 1) begin: comp_1
        assign max_data = comp_data;
    end 
    else if (NUM == 2) begin: comp_2
        wire compare;
        assign compare = comp_data[WIDTH - 1:0] < comp_data[WIDTH*2 - 1:WIDTH];
        assign max_data = compare ? comp_data[WIDTH*2 - 1:WIDTH] : comp_data[WIDTH - 1:0];  
    end 
    else if (NUM == 3) begin: comp_3
        wire                compare[1:0];
        wire [WIDTH - 1 :0] max_data_temp;
        assign compare[0] = comp_data[WIDTH - 1:0] < comp_data[WIDTH*2 - 1:WIDTH];
        assign max_data_temp = compare[0] ? comp_data[WIDTH*2 - 1:WIDTH] : comp_data[WIDTH - 1:0];
        assign compare[1] = max_data_temp < comp_data[WIDTH*3 - 1:WIDTH*2];
        assign max_data = compare[1] ? comp_data[WIDTH*3 - 1:WIDTH*2] : max_data_temp;
    end 
    else begin: comp_n
        wire [WIDTH - 1             :0] max_data_low, max_data_high;
        comp_tree #(
            .WIDTH(WIDTH),
            .NUM(NUM_LOW)
        )
        comp_tree_low (
            .comp_data(comp_data[WIDTH*NUM_LOW - 1:0]),
            .max_data(max_data_low)
        );
        comp_tree #(
            .WIDTH(WIDTH),
            .NUM(NUM_HIGH)
        )
        comp_tree_high (
            .comp_data(comp_data[WIDTH*NUM - 1:WIDTH*NUM_LOW]),
            .max_data(max_data_high)
        );
        wire compare;
        assign compare = max_data_low < max_data_high;
        assign max_data = compare ? max_data_high : max_data_low;  
    end
endgenerate
endmodule
==> ./run.sh <==
#!/bin/bash
# OpenROAD 26Q1-2900-gdf79404cd8, Yosys 0.63+post, stock flow scripts
make -C /OpenROAD-flow-scripts/flow DESIGN_CONFIG=/design/flow/config.mk WORK_HOME=/design/flow/orfs finish
==> ./config.mk <==
export PLATFORM = sky130hd
export DESIGN_NAME = adder_fpany_no_norm_v2
export DESIGN_NICKNAME = adder_fpany_no_norm_v2
export VERILOG_FILES = /design/flow/design.v
export SDC_FILE = /design/flow/constraint.sdc
export NUM_CORES = 4
export LEC_CHECK = 1
export CORE_UTILIZATION = 40
export SYNTH_HDL_FRONTEND = slang
==> ./constraint.sdc <==
current_design adder_fpany_no_norm_v2

set clk_period 24.1
set clk_io_pct 0.2

create_clock -name clk0 -period $clk_period

set non_clock_inputs [all_inputs -no_clocks]
set_input_delay [expr $clk_period * $clk_io_pct] -clock clk0 $non_clock_inputs
set_output_delay [expr $clk_period * $clk_io_pct] -clock clk0 [all_outputs]
==> notes.md <==
Summary of implementation figures.

Run
In this run the maximum-capacitance check reported violations numbering 0. The count of tool warnings is 32.

Layout
The fraction of final layout cells with drive strength greater than 1 is 8.76%. The clock buffer count in the final layout is 0. Compared with the post-synthesis result, the final layout area differs by 16.4%.

The layout report lists the combined flip-flop and latch area as 0 um2. The final design utilization is ~48%. The total of fill cells in the finished design is 1870. Sequential cells placed in the final layout were counted as 0.

Clocking
In this run, post-CTS repair resized a total of 0 instances. After clock tree synthesis, the setup repair step added 0 buffers. The number of hold buffers added after CTS is 0.

Synthesis
The most numerous cell in the Yosys netlist is sky130_fd_sc_hd__inv_1. In the post-synthesis netlist, the biggest area contributors are sky130_fd_sc_hd__fa_1 (13%), sky130_fd_sc_hd__mux2i_1 (11%), sky130_fd_sc_hd__ha_1 (8.9%). The warning count from the yosys run is 0.

The number of distinct standard cells referenced by the synthesized netlist is 97. The synthesized instance count is 1032. Sequential elements use 0% of the synthesized area. The count of instantiated cells in the yosys netlist is between 1000 and 1500. The mean instance size in the synthesized netlist is 7.63 um2. Summed over all instances, the cell type with the most area after synthesis is sky130_fd_sc_hd__fa_1.

The summed standard-cell area reported by yosys is 7880 um2. The fraction of synthesized cell area taken by the top area cell type is roughly an eighth. In this run the cell area of the synthesized design comes to 7880 um2. Sorting the synthesized cells by how often they occur yields sky130_fd_sc_hd__inv_1 (113), sky130_fd_sc_hd__mux2i_1 (90), sky130_fd_sc_hd__nand2_1 (89).

Drt
The number of remaining DRC errors is 0. The per-cell via count in the routed design is 5.39. The detailed-route via count is 7368. The final wirelength is 21.8 mm. The number of antenna repair diodes is 0. The first detailed-routing pass took 5 iterations. The detailed router finished its first iteration with 382 violations. The count of nets left with antenna violations once routing finished came out at 0. The wire length per cell is 16.0 um.

Placed design
Port buffering added roughly 110 buffers. Detailed placement finished with a half-perimeter wire length of 18.7 mm. Routability-driven placement finished with a final weighted congestion of 0.955. The worst setup timing slack at the placement stage is 2930 ps.

Timing
The final timing report gives a worst setup slack of around 3000 ps. The clock period could shrink to 21180 ps. The maximum clock rate is 0.0472 GHz. For reference, the final report shows the hold violation count at 0. The total negative slack is 0 ps. Setup repair after global routing left no endpoint under its margin. The max-slew violation total from the final report is 0. Looking at the max-slew report, the worst-margin pin has a slew of between 800 and 900 ps. The final number of setup-violating endpoints is 0. In this run the tightest slew margin relative to its limit is 41.4%. The final clock period utilization by the worst path is 87.9%.

Worst setup path
The largest individual stage delay along the critical path comes from the cell sky130_fd_sc_hd__fa_1. The largest driver fanout on the critical path is 12. The critical path capture point type is a primary output. The worst setup path is of the input port to primary output kind. The element type at the critical path start is an input port. The critical path data arrival time is 16360 ps. At the worst endpoint, the required time is 19280 ps. Among all stages on the critical path, the maximum delay recorded is 850 ps.

Global route
Entering global routing, the biggest net connects 30 pins. The overall fraction of global-route tracks in use is between 20% and 30%. The number of antenna violations at the first check in global routing was 0. The first global-routing pass estimated 35.5 mm of wire.

The total grt overflow is 0. The number of global-route vias before repair is 6976.

Hold path
The number of cells on the worst hold path is listed as 3. In the hold report, the worst path ends at result[18]. The class of the most critical hold timing path is input port to primary output. Per the hold report, the tightest min-delay path originates at src[60].

Floorplan
The count of pins on the block boundary is 108. The initial standard-cell utilization of the core is 41.4%. The core box area is 19000 um2. The floorplan die height is 142 um. The horizontal die size is between 100 and 150 um. Row generation in the floorplan step produced 50 rows. In this run the full chip footprint comes out at between 20000 and 25000 um2.

Outcome
The flow ran to the end, and the final reports show no timing, DRC or antenna violations.
[worst max-delay path by stage]
stage	from	end	slack [ps]	cells after the start
after global routing	src[44]	result[15]	1860	46
final	src[44]	result[15]	2920	46
after CTS	src[44]	result[15]	2930	46
[metal layers]
metal / vias to the layer above / global-route usage, % / part of all wire (%)
met3: 10 / 2.78 / 4.5
met5: - / 0 / 0
li1: 3837 / - / -
met1: 3354 / 33.6 / 50
met4: 0 / 1.64 / 0.82
met2: 167 / 37.2 / 45
[per-stage QoR]
stage                     hold slack [ps]  area, um2  std cells
final                               10880       9170       1367
after global routing                10910       9170       1367
after CTS                           10890       9170       1367
after detailed placement            10890       9170       1367
after global placement              10900       9170       1367
after floorplan                      9800       7880       1032
[critical path, delay by kind of cell]
kind	cells	cell delay (ps)
AOI/OAI and AO/OA	20	3910
muxes	3	690
buffers and inverters	7	1760
and+or+nand+nor	6	1080
adders and majority gates	10	4090
[layout by cell type (no fill, tap or decap), types with 6 or more instances in the layout]
cell / instances
sky130_fd_sc_hd__o31ai_1: 8
sky130_fd_sc_hd__inv_1: 113
sky130_fd_sc_hd__a31oi_1: 13
sky130_fd_sc_hd__nand2b_1: 13
sky130_fd_sc_hd__o21ai_1: 6
sky130_fd_sc_hd__nor2_1: 61
sky130_fd_sc_hd__ha_1: 56
sky130_fd_sc_hd__xnor2_1: 41
sky130_fd_sc_hd__a21o_1: 23
sky130_fd_sc_hd__or3_1: 7
sky130_fd_sc_hd__fa_1: 52
sky130_fd_sc_hd__a21oi_1: 71
sky130_fd_sc_hd__o21ai_0: 64
sky130_fd_sc_hd__buf_4: 16
sky130_fd_sc_hd__o21a_1: 8
sky130_fd_sc_hd__mux4_2: 9
sky130_fd_sc_hd__nand4_1: 6
sky130_fd_sc_hd__xor2_1: 30
sky130_fd_sc_hd__nor3_1: 14
sky130_fd_sc_hd__mux2i_1: 90
sky130_fd_sc_hd__clkdlybuf4s50_1: 108
sky130_fd_sc_hd__a311oi_1: 7
sky130_fd_sc_hd__o211ai_1: 7
sky130_fd_sc_hd__or2_2: 6
sky130_fd_sc_hd__mux2_2: 20
sky130_fd_sc_hd__a211oi_1: 14
sky130_fd_sc_hd__nand2_1: 89
sky130_fd_sc_hd__nand3_1: 22
[layout make-up]
| type | instances | area, um2 | share of cell area, % |
|---|---|---|---|
| Multi-Input combinational cell | 867 | 7200 | 78.6 |
| Inverter | 116 | 435 | 4.75 |
| Timing Repair Buffer | 124 | 1200 | 13.1 |
| Tap cell | 260 | 325 | 3.55 |
[kinds of logic (layout without fill, tap and decap cells)]
kind of cell	Yosys count	after routing	share of synthesized area [%]
compound gates	292	292	25.4
simple gates	263	263	16.1
buf+inv	165	240	8.52
mux	126	126	18.1
fa+ha+maj	108	108	22.1
xor+xnor	78	78	9.77
